===== /design/flow/run.sh =====
#!/bin/bash
# OpenROAD 26Q1-2900-gdf79404cd8, Yosys 0.63+post, stock flow scripts
make -C /OpenROAD-flow-scripts/flow DESIGN_CONFIG=/design/flow/config.mk WORK_HOME=/design/flow/orfs finish

===== /design/flow/constraint.sdc =====
current_design dram_ctrl

set clk_period 6.2
set clk_io_pct 0.2

create_clock -name clk0 -period $clk_period [get_ports {clk}]

set non_clock_inputs [all_inputs -no_clocks]
set_input_delay [expr $clk_period * $clk_io_pct] -clock clk0 $non_clock_inputs
set_output_delay [expr $clk_period * $clk_io_pct] -clock clk0 [all_outputs]

===== /design/flow/design.v =====
`timescale 1ns / 1ps
module dram_ctrl(
    addr1,
    idata1,
    req1,
    we1,
    odata1,
    ack1,
    addr2,
    req2,
    odata2,
    ack2,
    clk,
    reset,
    dram_dq,
    dram_di,
    dram_t,
    dram_a,
    dram_we,
    dram_ras,
    dram_cas,
	 req_r,
	 ack_r,
	 wb_addr,
	 wb_idata,
	 wb_odata,
	 wb_stb,
	 wb_we,
	 wb_ack
    );
    input [23:0] addr1;
    input [31:0] idata1;
    input req1;
    input we1;
    output [31:0] odata1;
    output ack1;
    input [23:0] addr2;
    input req2;
    output [31:0] odata2;
    output ack2;
    input clk;
    input reset;
    input [31:0] dram_dq;
    output [31:0] dram_di;
    output dram_t;
    output [11:0] dram_a;
    output dram_we;
    output dram_ras;
    output dram_cas;
    input req_r;
    output ack_r;
	 input [22:0] wb_addr;
	 input [31:0] wb_idata;
	 output [31:0] wb_odata;
	 input wb_stb;
	 input wb_we;
	 output wb_ack;
	 reg [5:0] state;
	 reg dram_we;
	 reg dram_ras;
	 reg dram_cas;
	 reg [11:0] dram_a;
	 reg dram_t;
	 reg [31:0] dram_di;
	 reg ack1;
	 reg ack2;
	 reg ack_r;
	 reg [31:0] odata1;
	 reg [31:0] odata2;
	 reg [31:0] wb_odata;
	 reg wb_ack;
	 reg [22:0] wb_addr_resync;
	 reg [31:0] wb_idata_resync;
	 reg wb_stb_resync;
	 reg wb_we_resync;
	 always @(posedge clk)
	   begin
		 wb_addr_resync <= wb_addr;
		 wb_idata_resync <= wb_idata;
		 wb_stb_resync <= wb_stb;
		 wb_we_resync <= wb_we;
		end
	 always @(posedge clk)
	 begin
		if (reset == 1)
		 begin
			state <= 0;
			dram_we <= 1;
			dram_ras <= 1;
			dram_cas <= 1;
			dram_a <= 0;
			dram_t <= 1;
			dram_di <= 0;
			ack1 <= 0;
			ack2 <= 0;
			ack_r <= 0;
			odata1 <= 0;
			odata2 <= 0;
			wb_odata <= 0;
			wb_ack <= 0;
		 end
		else
		 case (state)
			0: 
				begin
				 if (req1 == 1)
				   begin
					  dram_a[11:0] <= addr1[22:11];
					  if (we1 == 1)
					    begin
							state <= 10;
						 end
					  else
					    begin
							state <= 1;
						 end
					end
				 else if (wb_stb_resync == 1)
				   begin
					  dram_a[11:0] <= wb_addr_resync[22:11];
					  if (wb_we_resync == 1)
					    begin
							state <= 46;
						 end
					  else
					    begin
							state <= 37;
						 end
					end
			    else if (req2 == 1)
				   begin
					  dram_a[11:0] <= addr2[22:11];
					  state <= 19;
					end
			    else if (req_r == 1)
				   begin
					  state <= 28;
					end
				end
			1: 
				begin
					dram_ras <= 0;
					state <= 2;
				end
			2: 
				begin
					dram_a[10:0] <= addr1[10:0];
					dram_a[11] <= 0;
					state <= 3;
				end
			3: 
				begin
					dram_cas <= 0;
					state <= 4;
				end
			4: 
				state <= 5;
			5: 
				state <= 6;
			6: 
				state <= 7;
			7: 
			   begin
					dram_ras <= 1;
					dram_cas <= 1;
					dram_a[11:0] <= 0;
					odata1 <= dram_dq;
					state <= 8;
				end
			8:			
			   begin
					ack1 <= 1;
					state <= 9;
				end
			9:			
			   begin
					ack1 <= 0;
					state <= 0;
				end
			10: 
				begin
					dram_ras <= 0;
					state <= 11;
				end
			11: 
				begin
					dram_a[10:0] <= addr1[10:0];
					dram_a[11] <= 0;
					dram_we <= 0;
					dram_di <= idata1;
					dram_t <= 0;
					state <= 12;
				end
			12: 
				begin
					dram_cas <= 0;
					state <= 13;
				end
			13: 
				state <= 14;
			14: 
				state <= 15;
			15: 
			   begin
					dram_we <= 1;
					state <= 16;
				end
			16: 
			   begin
					dram_ras <= 1;
					dram_cas <= 1;
					dram_a[11:0] <= 0;
					dram_t <= 1;
					dram_di <= 0;
					state <= 17;
				end
			17:			
			   begin
					ack1 <= 1;
					state <= 18;
				end
			18:			
			   begin
					ack1 <= 0;
					state <= 0;
				end
			19: 
				begin
					dram_ras <= 0;
					state <= 20;
				end
			20: 
				begin
					dram_a[10:0] <= addr2[10:0];
					dram_a[11] <= 0;
					state <= 21;
				end
			21: 
				begin
					dram_cas <= 0;
					state <= 22;
				end
			22: 
				state <= 23;
			23: 
				state <= 24;
			24: 
				state <= 25;
			25: 
			   begin
					dram_ras <= 1;
					dram_cas <= 1;
					dram_a[11:0] <= 0;
					odata2 <= dram_dq;
					state <= 26;
				end
			26:			
			   begin
					ack2 <= 1;
					state <= 27;
				end
			27:			
			   begin
					ack2 <= 0;
					state <= 0;
				end
			28: 
				begin
					dram_cas <= 0;
					state <= 29;
				end
			29: 
				begin
					dram_ras <= 0;
					state <= 30;
				end
			30: 
				begin
					state <= 31;
				end
			31: 
			   begin
				  state <= 32;
				  dram_cas <= 1;
				end
			32: 
				state <= 33;
			33: 
				state <= 34;
			34: 
			   begin
					dram_ras <= 1;
					state <= 35;
				end
			35:			
			   begin
					ack_r <= 1;
					state <= 36;
				end
			36:			
			   begin
					ack_r <= 0;
					state <= 0;
				end
			55: 
				begin
				   dram_a[11:0] <= wb_addr_resync[22:11];
					state <= 37;
				end
			37: 
				begin
					dram_ras <= 0;
					state <= 38;
				end
			38: 
				begin
					dram_a[10:0] <= wb_addr_resync[10:0];
					dram_a[11] <= 0;
					state <= 39;
				end
			39: 
				begin
					dram_cas <= 0;
					state <= 40;
				end
			40: 
				state <= 41;
			41: 
				state <= 42;
			42: 
				state <= 43;
			43: 
			   begin
					dram_ras <= 1;
					dram_cas <= 1;
					dram_a[11:0] <= 0;
					wb_odata <= dram_dq;
					state <= 44;
				end
			44:			
			   begin
					wb_ack <= 1;
					state <= 45;
				end
			45:			
			   begin
				   if (wb_stb_resync == 0)
					  begin
						wb_ack <= 0;
						state <= 0;
					  end
				end
			56: 
				begin
				   dram_a[11:0] <= wb_addr_resync[22:11];
					state <= 46;
				end
			46: 
				begin
					dram_ras <= 0;
					state <= 47;
				end
			47: 
				begin
					dram_a[10:0] <= wb_addr_resync[10:0];
					dram_a[11] <= 0;
					dram_we <= 0;
					dram_di <= wb_idata_resync;
					dram_t <= 0;
					state <= 48;
				end
			48: 
				begin
					dram_cas <= 0;
					state <= 49;
				end
			49: 
				state <= 50;
			50: 
				state <= 51;
			51: 
			   begin
					dram_we <= 1;
					state <= 52;
				end
			52: 
			   begin
					dram_ras <= 1;
					dram_cas <= 1;
					dram_a[11:0] <= 0;
					dram_t <= 1;
					dram_di <= 0;
					state <= 53;
				end
			53:			
			   begin
					wb_ack <= 1;
					state <= 54;
				end
			54:			
			   begin
				   if (wb_stb_resync == 0)
					  begin
						wb_ack <= 0;
						state <= 0;
					  end
				end
		 endcase
	 end
endmodule

===== /design/flow/config.mk =====
export PLATFORM = sky130hd
export DESIGN_NAME = dram_ctrl
export DESIGN_NICKNAME = dram_ctrl
export VERILOG_FILES = /design/flow/design.v
export SDC_FILE = /design/flow/constraint.sdc
export NUM_CORES = 4
export LEC_CHECK = 1
export CORE_UTILIZATION = 50

==> out/notes.md <==
- total die area: 17000 sq um
- class of the worst hold path: register to register
- root buffer selected by CTS: sky130_fd_sc_hd__clkbuf_16
- post-route core utilization: 76.6%
- final number of max-transition violations: 0
- Mean Syn Cell Area: 8.54 sq um
- worst hold path depth: 2
- number of setup buffers added after CTS: 0
- total buffers and inverters traversed by the critical path: 2
- maximum fanout count along the critical path: 30
- status: finished clean
- power per standard cell area: 333 nW/um^2
- Overflow after GRT: 0
- width of the die: 130 um
- Synth Flop Type: sky130_fd_sc_hd__dfxtp_1
- Std-Cell Core Area: 16000 sq um
- worst min-delay path endpoint: wb_odata[2]
- combined global-route utilization of all metal layers: 28.9%
- setup repair after global routing missed its margin: false
- Top Family by Delay on Critical Path: AND-OR/OR-AND gates
- fill cell count: 1160
- mapped cell area: 8250 sq um
- Clock Tree Buf Depth: 3
- post-synthesis cell type count: 64
- DPL Wire Length: 16400 um
- beginning of the worst hold path: wb_odata[2]
- final weighted congestion in routability-driven placement: 0.910
- area reported by Yosys stat: 8250 sq um
- Antenna Violating Nets Remaining: 0
- Clk Latency, worst-skew pair: 0.50 ns
- amount of wire on met2 after detailed routing: 11200 um
- Met1 Routed Length: 10200 um
- total of buffers placed on input and output ports: 320
- pre-placement core utilization: 51.6%
- maximum number of pins on one net before global-route repair: 68
- count of synthesis-stage warnings from yosys: 1
- crit path time final: 2.97 ns
- final instance area: 12300 sq um
- Max Cap Viol: 0
- post-cts sizing count: 0
- most numerous logic cell after layout: sky130_fd_sc_hd__clkdlybuf4s50_1
- arrival time at the worst endpoint: 3.31 ns
- cells in synth_stat.txt: 966
- number of instances in the synthesized netlist: 966
- number of top-level pins: 323
- sort of element at the end of the critical path: register
- DR WL met3: 2690 um
- IR Drop Worst-Case VDD: 0.000247 V
- Worst path slowest cell: sky130_fd_sc_hd__a21oi_1
- Inserted Clock Buffers: 22
- wire length per cell: 16.7 um
- final hold violation count: 0
- total number of vias: 8025
- internal power of the cells: 2.85 mW
- sinks on the clock net: 211
- Main area contributors: sky130_fd_sc_hd__dfxtp_1 (51%), sky130_fd_sc_hd__nand2_1 (11%), sky130_fd_sc_hd__a21oi_1 (6.6%), sky130_fd_sc_hd__nor2_1 (3.0%), sky130_fd_sc_hd__a22oi_1 (2.9%)
- CTS tree: done
- cell taking the most area after synthesis: sky130_fd_sc_hd__dfxtp_1
- RR Endpoint: dram_a[9]
- vertical extent of the die: 130 um
- sum of negative setup slack: 0 ns
- flops out of synthesis: 211
- iteration-0 DRC count of the detailed router: 586
- Post-synth EDFFs: 0
- post-detailed-routing wire length: 24800 um
- number of optimization iterations in the first detailed-route pass: 6
- final clock period utilization by the worst path: 47.9%
- final number of setup-violating endpoints: 0
- worst-path cell chain: clkdlybuf4s50_1, buf_4, or3_1, nor2_1, a21oi_1, a31oi_1
- part of the total power dissipated in the clock network: 32.8%
- Leakage Power: 4.30 nW
- type of the worst setup path: input port to register
- commonest cells after routing, fill and taps aside: sky130_fd_sc_hd__clkdlybuf4s50_1 (319), sky130_fd_sc_hd__nand2_1 (236), sky130_fd_sc_hd__dfxtp_1 (211), sky130_fd_sc_hd__a21oi_1 (109), sky130_fd_sc_hd__nor2_1 (65)
- post-CTS clock slew at the launch and capture registers of the worst setup and hold paths: 0.06 ns
- setup slack of the worst register-to-register path: 3.31 ns
- fraction of registers with async set/reset: 0%
- maximum level of the CTS H-tree: 1
- total tool warning count: 28
- sort of element at the start of the critical path: input port
- share of synthesized area occupied by flip-flops and latches: 51.2%
- dpl cell area: 11500 sq um
- area fraction of the dominant cell type after synthesis: 51.2%
- growth of design area from synthesis to finish: 48.6%
- switching power total: 1.23 mW
- sequential fraction of design power: 38.3%
- final setup skew: 0.00571 ns
- count of standard-cell rows: 46
- highest signal layer in the routed design: met4
- data required time of the critical path: 6.54 ns
- fraction of layout cells with a size suffix above 1: 6.64%
- R2R cell count: 6
- vias in the first global route: 7220
- transition at the pin with the smallest max-transition slack: 0.841 ns
- worst relative slew slack: 43.9%
- CTS Hold Bufs: 0
- initial antenna violation count: 1
- maximum clock frequency: 0.336 GHz
- vias per cell: 5.41
- share of power burned in combinational logic: 28.9%
- Switching Fraction: 30.2%
- slowest stage delay, CP: 0.67 ns
- remaining design rule violation count: 0
- wire length of the first global-routing pass: 37400 um
- start of the worst register-to-register path: state[5]
==> Yosys cell counts (2+ instances only) <==
master                       n
sky130_fd_sc_hd__a211oi_1   22
sky130_fd_sc_hd__a211oi_2   10
sky130_fd_sc_hd__a21oi_1   109
sky130_fd_sc_hd__a221o_1     2
sky130_fd_sc_hd__a222oi_1   11
sky130_fd_sc_hd__a22oi_1    32
sky130_fd_sc_hd__a311o_1    11
sky130_fd_sc_hd__a31oi_1    17
sky130_fd_sc_hd__a32oi_1     2
sky130_fd_sc_hd__and2_1      2
sky130_fd_sc_hd__and3_1      2
sky130_fd_sc_hd__buf_1       3
sky130_fd_sc_hd__buf_2      31
sky130_fd_sc_hd__buf_4       7
sky130_fd_sc_hd__buf_6       2
sky130_fd_sc_hd__clkbuf_1   38
sky130_fd_sc_hd__dfxtp_1   211
sky130_fd_sc_hd__inv_1       4
sky130_fd_sc_hd__mux2i_1    13
sky130_fd_sc_hd__nand2_1   236
sky130_fd_sc_hd__nand2b_1   12
sky130_fd_sc_hd__nand3_1    16
sky130_fd_sc_hd__nand3b_1    3
sky130_fd_sc_hd__nand4_1     3
sky130_fd_sc_hd__nand4b_1    2
sky130_fd_sc_hd__nor2_1     66
sky130_fd_sc_hd__nor2_2      2
sky130_fd_sc_hd__nor2b_1    11
sky130_fd_sc_hd__nor3_1     18
sky130_fd_sc_hd__nor4_1      3
sky130_fd_sc_hd__o211ai_1    3
sky130_fd_sc_hd__o21a_1      2
sky130_fd_sc_hd__o21ai_0    22
sky130_fd_sc_hd__o221ai_1    2
sky130_fd_sc_hd__o22ai_1     4
sky130_fd_sc_hd__or2_2       2
sky130_fd_sc_hd__or3_1       3
==> worst max path at each step <==
| stage | from | cells after the start | endpoint |
|---|---|---|---|
| final | req1 | 6 | dram_a[10] |
| after global routing | req1 | 6 | dram_a[2] |
| after CTS | req1 | 6 | dram_a[1] |
==> power by group through the flow <==
stage	sequential (mW)	clock, mW	combinational (mW)
global route	1.58	1.42	1.29
CTS	1.56	1.36	1.17
finish	1.56	1.34	1.18
==> sequential cells by signal (all words and copies together), names as in the netlist <==
| signal | count |
|---|---|
| dram_we | 1 |
| dram_di | 32 |
| wb_idata_resync | 32 |
| state | 6 |
| wb_stb_resync | 1 |
| dram_cas | 1 |
| odata1 | 32 |
| wb_we_resync | 1 |
| wb_ack | 1 |
| odata2 | 32 |
| wb_odata | 32 |
| wb_addr_resync | 23 |
| ack2 | 1 |
| dram_a | 12 |
| dram_ras | 1 |
| ack_r | 1 |
| dram_t | 1 |
| ack1 | 1 |
==> worst min-delay path: cells and delay by family, from the launching register on <==
kind	cells	cell delay, ns
flops	1	0.30
compound gates	1	0.05
simple gates	1	0.05
==> cell families after synthesis <==
logic type | after synthesis | share of synthesized area (%)
AOI/OAI and AO/OA | 266 | 21.9
xor gates and xnor gates | 2 | 0.303
buffers and inverters | 85 | 4.84
DFF | 211 | 51.2
muxes | 13 | 1.58
and+or+nand+nor | 389 | 20.2
==> area by class of cell <==
class,instances,area (sq um),share of cell area [%]
sequential,211,4220,34.4
multi-input combinational,670,3640,29.7
timing repair buffer,342,3370,27.4
clock buffer,32,659,5.38
tap,216,270,2.20
clock inverter,6,82.6,0.673
inverter,4,15.0,0.122
antenna,1,2.50,0.0204
==> through the flow <==
step	total power, mW	instances	setup WS, ns	hold slack, ns
after floorplan	2.33	966	3.62	0.412
after global placement	2.74	1443	2.75	0.440
final	4.08	1482	3.23	0.451
after global routing	4.29	1482	3.01	0.466
after CTS	4.09	1481	3.26	0.454
after detailed placement	2.75	1443	2.76	0.446
==> layer usage <==
metal	global-route usage [%]	vias to the layer above
li1	-	3962
met2	44.5	320
met5	0	-
met3	8.96	46
met1	41.4	3697
met4	7.03	0
Power is estimated from default activity; no workload was simulated.
